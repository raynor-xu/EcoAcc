==> flow/design.v <==
`timescale 1ns/1ps
module DualPortRam (
  input  wire [5:0]    rwPort_addr,
  output wire [19:0]   rwPort_rData,
  input  wire          rwPort_en,
  input  wire [5:0]    wrPort_addr,
  input  wire [19:0]   wrPort_wData,
  input  wire          wrPort_en,
  input  wire          clk,
  input  wire          reset
);
  reg        [19:0]   ram_spinal_port1;
  reg [19:0] ram [0:63];
  always @(posedge clk) begin
    if(wrPort_en) begin
      ram[wrPort_addr] <= wrPort_wData;
    end
  end
  always @(posedge clk) begin
    if(rwPort_en) begin
      ram_spinal_port1 <= ram[rwPort_addr];
    end
  end
  assign rwPort_rData = ram_spinal_port1;
endmodule
==> flow/run.sh <==
#!/bin/bash
# OpenROAD 26Q1-2900-gdf79404cd8, Yosys 0.63+post, stock flow scripts
make -C /OpenROAD-flow-scripts/flow DESIGN_CONFIG=/design/flow/config.mk WORK_HOME=/design/flow/orfs finish
==> flow/config.mk <==
export PLATFORM = sky130hd
export DESIGN_NAME = DualPortRam
export DESIGN_NICKNAME = DualPortRam
export VERILOG_FILES = /design/flow/design.v
export SDC_FILE = /design/flow/constraint.sdc
export NUM_CORES = 4
export LEC_CHECK = 1
export CORE_UTILIZATION = 30
==> flow/constraint.sdc <==
current_design DualPortRam

set clk_period 5.2
set clk_io_pct 0.2

create_clock -name clk0 -period $clk_period [get_ports {clk}]

set non_clock_inputs [all_inputs -no_clocks]
set_input_delay [expr $clk_period * $clk_io_pct] -clock clk0 $non_clock_inputs
set_output_delay [expr $clk_period * $clk_io_pct] -clock clk0 [all_outputs]
==> ci_impl_report.md <==
## Implementation flow summary

| Metric | Value |
|---|---|
| Post-CTS Resized | 0 |
| DRT antenna net count | 0 |
| Iteration-0 DRC Markers | 1353 |
| Worst path required time | 5.77 ns |
| Switch Pwr | 0.00454 W |
| Period minus WS final | ~3.3 ns |
| Leakage | roughly 18 nW |
| Outcome | completed |
| Yosys reg bits | between 1k and 1.5k |
| Critical Path AT | 3.87 ns |
| FILL cells | 14.9k |
| CTS Sinks | 1300 |
| First-pass GRT wire length | approximately 170000 um |
| Die width | 409 um |
| Normalized max-slew margin | 24.9% |
| Pre-CTS setup slack | 1.18 ns |
| Post-DR wirelength/cell | roughly 25 um |
| Worst hold slack | 0.823 ns |
| Ys Warns | 1 |
| Die H | 409 um |
| Row cnt | 149 |
| Syn_area_per_cell | between 20 and 25 um^2 |
| Maximum VDD drop | 0.311 mV |
| Unique cell types | 35 |
| Pint | 0.0175 W |
| Number of vias per cell | ~4.9 |
| DR vias | 23.1k |
| PortBufs | 54 |
| Core ar. | between 0.15 and 0.2 mm^2 |
| Setup bufs post-CTS | 0 |
| CP Class | input port to flip-flop |
| Clock network power share | 42.3% |
| Final worst-path cycle share | 63.4% |
| Top fanout value on the critical path | 67 |
| YS chip area | 0.0497 mm^2 |
| Seq share, synth | about 80% |
| Pwr dens | 381 mW/mm^2 |
| Commonest non-fill, non-tap cell in the layout | edfxtp_1 |
| Synthesized instance count | ~2.2k |
| Share of cells above drive strength 1 | a little over a quarter |
| Fin util | a little over a third |
| # Cells Yosys | 2243 |
| Setup violators final | 0 |
| Worst Skew | 0.0161 ns |
| Total Routing Usage GR | around 15% |
| FP Core Util | 30.2% |
| Chip area | 0.167 mm^2 |
| I/O Pins | 56 |
| Startpoint Class | input port |
| Seq pwr share | a little over half |
| Endpoints failing hold | 0 |
| CTS tree | done |
| Clk pin slew, worst setup/hold paths | 0.06 ns |
| H-tree depth | 4 |
| Post-CTS Hold Buffers | 0 |
| Gr ovfl total | 0 |
| Sum Neg Setup Slack | 0 ns |
| Fin. max-slew vios | 0 |
| Worst-Margin Slew | 1.12 ns |
| Synth Cell Area | slightly below 0.05 mm^2 |
| Fmax | 303 MHz |
| Clk buf depth | 3 |
| HP Class | flip-flop to flip-flop |
| Final Worst Setup Slack | 1.90 ns |
| Vias in the first global route | roughly 25k |
| Root Buffer | clkbuf_16 |
| Initial antenna violation count | 5 |
| Largest net degree at the start of global routing | 68 |
| Cts bufs inserted | between 100 and 150 |
| Most numerous logic cells after layout | edfxtp_1, mux4_2, mux2i_1, clkbuf_16, buf_4 |
| Dpl hpwl | about 65000 um |
| Wirelength, routed | 117000 um |
| Area growth from synthesis to layout | 16.5% |
| Maxcap violations | 0 |
| Tool warnings | 27 |
| Combinational share of power | 4.8% |
| GP Congestion | between 0.8 and 0.9 |
| Drt pass-1 iters | 5 |
| Unrepaired setup endpoints after global routing | no |
| Residual DRC count | 0 |
| Late-Pin Clk Latency | 0.72 ns |
| Crit end category | flip-flop |
| Sw Ratio | between 20 and 25% |
logic make-up after synthesis:
| family | after synthesis | synth area share [%] |
|---|---|---|
| AND-OR/OR-AND | 220 | 2.95 |
| buffers and inverters | 129 | 1.37 |
| AND/OR/NAND/NOR | 140 | 1.32 |
| flip-flops | 1300 | 78.6 |
| multiplexers | 454 | 15.8 |
flip-flops by register name (all words and copies together) (netlist names):
| register | flops |
|---|---|
| ram | 1280 |
| ram_spinal_port1 | 20 |
synthesized netlist by cell type:
library cell | instances | share of area (%)
buf_2 | 48 | 0.48
clkbuf_1 | 49 | 0.37
mux4_2 | 264 | 12
nand2_1 | 12 | 0.091
a31oi_1 | 32 | 0.40
nand2b_1 | 6 | 0.076
nor3_1 | 6 | 0.060
a21oi_1 | 3 | 0.030
nand3b_1 | 4 | 0.060
a311oi_1 | 2 | 0.035
or3_1 | 2 | 0.025
inv_1 | 1 | 0.0075
nor2_1 | 74 | 0.56
a211oi_1 | 2 | 0.030
nand4b_1 | 1 | 0.018
or3b_2 | 2 | 0.035
nand4_1 | 2 | 0.025
buf_6 | 7 | 0.16
a22oi_1 | 64 | 0.97
and3_1 | 16 | 0.20
buf_1 | 2 | 0.015
and2_1 | 1 | 0.013
a31o_2 | 1 | 0.018
mux2i_1 | 184 | 3.7
nor2b_1 | 7 | 0.088
nand3_1 | 6 | 0.060
or2_2 | 1 | 0.013
o21ai_0 | 32 | 0.32
o31ai_1 | 15 | 0.23
mux2_2 | 6 | 0.14
a21o_1 | 15 | 0.23
o22a_1 | 2 | 0.035
buf_4 | 22 | 0.33
o22ai_1 | 52 | 0.65
edfxtp_1 | 1300 | 79
routing by layer:
layer	share of wire, %	up-vias	wire length, um	GRT usage [%]
met5	0.15	-	176	0.661
met4	2.6	6	2990	3.29
met3	17	153	19700	12.1
met2	47	1319	54900	22.4
met1	33	11700	39100	17.0
li1	-	9932	-	-
area by class of cell:
type                    instances  area [um^2]  area share (%)
clock buffers                 163         3570            6.16
flip-flops and latches       1300        39000            67.4
diodes                          2         5.00         0.00865
well taps                    2189         2740            4.73
repair buffers                191         1630            2.82
clock inverters                83          742            1.28
multi-input cells             814        10200            17.6
inverters                       1         3.75         0.00648
worst paths after layout:
| path | slack (ns) | depth (start not counted) | endpoint | start |
|---|---|---|---|---|
| worst min register to register | 0.82 | 4 | ram_spinal_port1[0] | ram[58][0] |
| worst max register to register | 2.82 | 5 | ram_spinal_port1[16] | ram[51][16] |
| worst max-delay path | 1.90 | 7 | ram_spinal_port1[16] | rwPort_addr[2] |
| worst min-delay path | 0.82 | 4 | ram_spinal_port1[0] | ram[58][0] |
metrics by stage:
step                      instances  total power, W  cell area (um^2)
final                          4743          0.0221             57900
after detailed placement       4495          0.0130             53600
after floorplan                2243          0.0124             49700
after global routing           4742          0.0227             57900
after CTS                      4741          0.0222             57900
after global placement         4495          0.0129             53600
power by group through the flow:
stage	sequential, W	clock (W)	combinational, W
4_1_cts	0.0117	0.00951	0.00108
5_1_grt	0.0117	0.00993	0.00114
6_report	0.0117	0.00934	0.00106
critical path: stages:
cell and delay [ns]:
buf_8 0.45, buf_12 0.34, mux4_2 0.26, mux2i_1 0.12, a21o_1 0.30, o31ai_1 0.96, and3_1 0.29
Power and IR drop assume default switching activity.
